[./design.v]
module	inCPLD (
						input pclk_50M,
						input spi_clk,
						input spi_cs,
						input [0:74] data_in,
                  output logic miso);
enum {IDLE, 
		SEND,
		WAIT
		} current_state, next_state; 								
logic [7:0] cnt;	
always_ff @(posedge pclk_50M, posedge spi_cs)
	if (spi_cs)	current_state <= IDLE;
	else			current_state <= next_state;
always_comb begin
	next_state = IDLE;
	case (current_state)
		IDLE:	if (!spi_cs)			next_state = SEND;	 
				else						next_state = IDLE; 	
		SEND:	if (spi_cs)				next_state = IDLE;	
				else if (cnt < 80)	next_state = SEND;
				else if (cnt >= 80)	next_state = WAIT;
		WAIT:	if (spi_cs)				next_state = IDLE;	 
				else						next_state = WAIT;
		default:							next_state = IDLE;
	endcase
end
always_ff @(posedge spi_clk, posedge spi_cs)	begin  
	if (spi_cs)							
			begin	
						cnt  <= 0;
						miso <= 1'bz;
			end
	else begin
		case (next_state)
		IDLE:								
			begin
						cnt	<= 0;
						miso	<= 1'bz;
			end
		SEND:
			begin
			if	(cnt < 75)	miso <= data_in[cnt];
			else				miso <= 1'b0;
								cnt <= cnt + 1;
			end
		WAIT:
			begin		
						cnt	<=0;
						miso	<= 1'bz;
			end
		endcase		
	end
end
endmodule
[./run.sh]
#!/bin/bash
# OpenROAD 26Q1-2900-gdf79404cd8, Yosys 0.63+post, stock flow scripts
make -C /OpenROAD-flow-scripts/flow DESIGN_CONFIG=/design/flow/config.mk WORK_HOME=/design/flow/orfs finish
[./config.mk]
export PLATFORM = sky130hd
export DESIGN_NAME = inCPLD
export DESIGN_NICKNAME = inCPLD
export VERILOG_FILES = /design/flow/design.v
export SDC_FILE = /design/flow/constraint.sdc
export NUM_CORES = 4
export LEC_CHECK = 1
export CORE_UTILIZATION = 30
[./constraint.sdc]
current_design inCPLD

set clk_period 1.9
set clk_io_pct 0.2

create_clock -name clk0 -period $clk_period [get_ports {pclk_50M}]
create_clock -name clk1 -period $clk_period [get_ports {spi_clk}]

set non_clock_inputs [all_inputs -no_clocks]
set_input_delay [expr $clk_period * $clk_io_pct] -clock clk0 $non_clock_inputs
set_output_delay [expr $clk_period * $clk_io_pct] -clock clk0 [all_outputs]
==> qor.yml <==
warning_count: 31
crit_start: "cnt[2]"
critPathSlowestCell: "dfrtp_1"
max-slew-margin-rel_pct: 69.63
ys_top_cells_by_area: "dfrtp_1 (20%), mux4_2 (18%), mux4_1 (15%)"
die_h_um: 70.07
criticalPathCategory: "register to register"
reg2reg_to: "miso"
die_area_um2: 4910
num_vias: 1540
final_cell_mix: "clkdlybuf4s50_1 (77), buf_4 (25), mux4_2 (15)"
synth_area_per_cell_um2: 10.78
dieWidth_um: 70.07
utilization_pct: 58.08
antenna_cells: 0
path_delay_family: "multiplexers"
use_met2_pct: 32.69
status: "finished with violations"
timing.hold.ws_ns: 0.5231
p_leak_uw: 0.001019
crit_buf_inv: 1
syn_inst: 129
cp_slowest_stage_delay_ns: 0.58
syn_to_final_growth_pct: 84.43
cts_sinks: 12
cp_data_required_time_ns: 2.03
timing.critical_path.to: "miso"
hp-class: "register to register"
r2r_start: "cnt[2]"
clkSlewWorstSetupHoldPaths_ns: 0.05
wire_per_inst_um: 15.71
rows: 24
routed_wirelength_um: 4476
ant_nets: 0
antenna_found_initial: 0
netlist_area_um2: 1390
nFillCells: 370
yosys.area.top_type: "dfrtp_1"
tightest_slew_ns: 0.4551
place.port_buffers: 77
maxSlewViolCount: 0
fin_skew_ns: 0.007968
finalHoldViolCount: 0
grt_first_pass_wirelength_um: 7500
vias_per_cell: 5.404
hpwl_um: 3538
irDropWorstVdd_v: 0.0002378
setup_violations: 1
drt_iter0_markers: 112
grt_setup_unrepaired: "true"
cp_max_fo: 5
grt_overflow: 0
top_usage_layer: "met2"
layout-drive-gt1-share_pct: 26.61
yosysWarningCount: 4
dr.pass1.iters: 4
synthFlopType: "dfrtp_1"
worst_path_most_repeated_cell: "mux4_2"
dpl_worst_slack_ns: -0.7547
synth_async_sr_flop_share_pct: 100.0
pin_count: 79
crit_path_cell_trace: "xor2_4, buf_12, mux4_2, mux4_2, nor3_2, nor4_1, a32o_1"
drv_cap: 0
violations: "setup timing"
first_global_vias: 1627
powerDensity_nw_per_um2: 449.5
top_area_share_pct: 19.80
grt_max_degree: 13
rr_worst_depth: 7
arrival_ns: 2.55
floorplan.core_util_pct: 31.49
mostFrequentLayoutCell: "clkdlybuf4s50_1"
cp-start-kind: "register"
track_usage_pct: 19.70
r2r_slack_ns: -0.53
synth_flops: 12
crit_path_end_kind: "register"
cp_num_cells: 7
cts_tree: "built"
drc: 0
met3_usage_pct: 3.942
setup_slack_ns: -0.5282
place_congestion: 0.8304
yosysChipArea_um2: 1390
met1_usage_pct: 28.71
finalSetupTns_ns: -0.5282
edf_count: 0
ys_seq_share_pct: 21.69
yosysUniqueCellTypes: 40
ys_cells: 129
coreArea_um2: 4414
[logic make-up (layout without fill, tap and decap cells)]
group	Yosys count	after routing	share of synthesized area (%)
AND/OR/NAND/NOR	38	38	12.96
AND-OR/OR-AND	28	28	14.13
multiplexers	23	23	35.91
buffers and inverters	16	119	5.851
flip-flops	12	12	21.69
XOR/XNOR	10	11	7.651
adder cells (fa/ha/maj)	2	2	1.800
[final cells by class]
| class | count | area, um2 | share of cell area [%] |
|---|---|---|---|
| Multi-Input combinational cell | 102 | 1059 | 41.29 |
| Timing Repair Buffer | 106 | 1030 | 40.17 |
| Sequential cell | 12 | 301.5 | 11.76 |
| Clock buffer | 8 | 90.09 | 3.514 |
| Tap cell | 52 | 65.06 | 2.538 |
| Inverter | 5 | 18.77 | 0.7321 |
[per-layer routing]
metal  vias up  share of wire (%)
met5         -                  0
met2        77                 49
met4         0                1.1
met3         9                7.7
met1       736                 42
li1        718                  -
[cells in the mapped netlist (3+ instances only)]
master / number
a211oi_1: 3
a21oi_1: 4
clkbuf_1: 5
dfrtp_1: 11
inv_1: 5
mux2i_1: 3
mux4_1: 8
mux4_2: 11
nand2_1: 10
nand3_1: 4
nor2_1: 11
nor3_1: 3
o21ai_0: 7
xnor2_1: 4
xor2_1: 5
[sequential cells by signal (all words and copies together), names as in the netlist]
signal and cells:
current_state 3, cnt 8, miso 1
[worst min path at each step]
stage	start	end	slack [ns]	cells past startpoint
4_1_cts	miso	miso	0.53	1
5_1_grt	miso	miso	0.55	1
6_report	miso	miso	0.52	1
[per-stage QoR]
| step | power (uW) | std cells | area, um2 |
|---|---|---|---|
| floorplan | 491.1 | 129 | 1436 |
| global placement | 701.8 | 269 | 2356 |
| detailed placement | 708.7 | 269 | 2356 |
| CTS | 1162 | 285 | 2564 |
| global route | 1211 | 285 | 2564 |
| finish | 1152 | 285 | 2564 |
[power breakdown]
part	total, uW	leakage (uW)	switching [uW]	internal (uW)
Sequential	278	0.000160	9.99	268
Clock	413	0.0000455	123	290
Combinational	462	0.000814	142	320
[timing repair]
item,4_1_cts,5_1_grt
buffers inserted,7,0
pin swaps,2,0
cloned,1,0
hold buffers,0,0
resized,15,0
endpoints found under the setup margin,1,4
Power figures rest on the tool's default switching activity, not on a simulated workload.
